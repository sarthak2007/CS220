--- flow/config.mk ---
export PLATFORM = sky130hd
export DESIGN_NAME = regist
export DESIGN_NICKNAME = regist
export VERILOG_FILES = /design/flow/design.v
export SDC_FILE = /design/flow/constraint.sdc
export NUM_CORES = 4
export LEC_CHECK = 1
export CORE_UTILIZATION = 30
--- flow/constraint.sdc ---
current_design regist

set clk_period 7.9
set clk_io_pct 0.2

create_clock -name clk0 -period $clk_period [get_ports {clk}]

set non_clock_inputs [all_inputs -no_clocks]
set_input_delay [expr $clk_period * $clk_io_pct] -clock clk0 $non_clock_inputs
set_output_delay [expr $clk_period * $clk_io_pct] -clock clk0 [all_outputs]
--- flow/design.v ---
`timescale 1ns / 1ps
module regist(clk,y,rot_event,first,second,cnt
    );
input clk,rot_event;
input [3:0] y;
output [127:0] first;
output [127:0] second;
output [10:0] cnt;
reg [2:0] inst;
reg [4:0] write_add;
reg [4:0] read_add1;
reg [4:0] read2_add;
reg [15:0] write_data;
reg prev=0;
reg [10:0] cnt=0;
reg [15:0] regist [0:31];
reg [127:0] first;
reg [127:0] second;
reg [15:0] a;
reg [15:0] b;
always @(posedge clk) begin
	if(prev==0 & rot_event==1) begin
		if(cnt==0)
			cnt<=1;
		if(cnt==1) begin
			inst<=y[2:0];
			cnt<=cnt+1;
		end
		if(inst==0) begin
			if(cnt==2) begin
				write_add[3:0] <= y;
				cnt<=cnt+1;
			end
			else if(cnt==3) begin
				write_add[4]<= y[0];
				cnt<=cnt+1;
			end
			else if(cnt==4) begin
				write_data[3:0]<= y;
				cnt<=cnt+1;
			end
			else if(cnt==5) begin
				write_data[7:4]<= y;
				cnt<=cnt+1;
			end
			else if(cnt==6) begin
				write_data[11:8]<= y;
				cnt<=cnt+1;
			end
			else if(cnt==7) begin
				write_data[15:12]<= y;
				cnt<=cnt+1;
			end
			else if(cnt==8) begin
				regist[write_add]<= write_data;
				first[127:120] <= write_add[4]+48;
				first[119:112] <= write_add[3]+48;
				first[111:104] <= write_add[2]+48;
				first[103:96] <= write_add[1]+48;
				first[95:88] <= write_add[0]+48;
				first[87:0] <= "           ";
				second[127:120] <= write_data[15]+48;
				second[119:112] <= write_data[14]+48;
				second[111:104] <= write_data[13]+48;
				second[103:96] <= write_data[12]+48;
				second[95:88] <= write_data[11]+48;
				second[87:80] <= write_data[10]+48;
				second[79:72] <= write_data[9]+48;
				second[71:64] <= write_data[8]+48;
				second[63:56] <= write_data[7]+48;
				second[55:48] <= write_data[6]+48;
				second[47:40] <= write_data[5]+48;
				second[39:32] <= write_data[4]+48;
				second[31:24] <= write_data[3]+48;
				second[23:16] <= write_data[2]+48;
				second[15:8] <= write_data[1]+48;
				second[7:0] <= write_data[0]+48;
				cnt <= cnt+1;
			end
			else if(cnt==9) begin
				cnt <=0;
			end	
		end
		else if(inst==1) begin
			if(cnt==2) begin
				read_add1[3:0] <= y;
				cnt<=cnt+1;
			end
			else if(cnt==3) begin
				read_add1[4]<= y[0];
				cnt<=cnt+1;
			end
			else if(cnt==4) begin
				a<=regist[read_add1];
				cnt<=cnt+1;
			end
			else if(cnt==5) begin
				first[127:120] <= read_add1[4]+48;
				first[119:112] <= read_add1[3]+48;
				first[111:104] <= read_add1[2]+48;
				first[103:96] <= read_add1[1]+48;
				first[95:88] <= read_add1[0]+48;
				first[87:0] <= "           ";
				second[127:120] <= a[15]+48;
				second[119:112] <= a[14]+48;
				second[111:104] <= a[13]+48;
				second[103:96] <= a[12]+48;
				second[95:88] <= a[11]+48;
				second[87:80] <= a[10]+48;
				second[79:72] <= a[9]+48;
				second[71:64] <= a[8]+48;
				second[63:56] <= a[7]+48;
				second[55:48] <= a[6]+48;
				second[47:40] <= a[5]+48;
				second[39:32] <= a[4]+48;
				second[31:24] <= a[3]+48;
				second[23:16] <= a[2]+48;
				second[15:8] <= a[1]+48;
				second[7:0] <= a[0]+48;
				cnt <= cnt+1;
			end
			else if(cnt==6) begin
				cnt <= cnt+1;
			end
			else if(cnt==7) begin
				cnt <= cnt+1;
			end
			else if(cnt==8) begin
				cnt <= cnt+1;
			end
			else if(cnt==9) begin
				cnt <=0;
			end	
		end
	end
	prev <= rot_event;
end
endmodule
--- flow/run.sh ---
#!/bin/bash
# OpenROAD 26Q1-2900-gdf79404cd8, Yosys 0.63+post, stock flow scripts
make -C /OpenROAD-flow-scripts/flow DESIGN_CONFIG=/design/flow/config.mk WORK_HOME=/design/flow/orfs finish
==> impl_metrics.ini <==
; generated from flow reports
[grt]
grtUsageTotal = 0.133
grt_max_degree = 98
grt_pass1_vias = 11700
antenna_found_initial = 0
grt-ovfl-total = 0
grt_pass1_wl_um = 75600

[flow_run]
maxCapViolCount = 0
openroad.warnings = 28

[yosys]
async_flop_share = 0
yosys_cells = 1279
yosysSeqAreaShare = 0.720
synth_cell_type_count = 45
synthesis.instances = 1279
ys.warnings.count = 1
edf_count = 589
synth_flops = 590
syn-cell-area_um2 = 24600
synth.avg_cell_area_um2 = 19.2
synth-main-ff-cell = edfxtp_1
yosys_area_um2 = 24600

[sta]
tightest_slew_ns = 0.963
finalHoldViolations = 0
fin_tns_setup_ns = 0
fin_crit_ns = 3.62
skew_ns = 0.0249
max_clock_freq_mhz = 276
maxSlewViolCount = 0
setup_viol = 0
period_used_share = 0.459
rsz0062_at_grt = false
max_slew_margin = 0.349

[critical_path]
startpoint = rot_event
r2r_start = read_add1[0]
slowest_delay_ns = 0.46
path_max_fanout = 17
cp-end-kind = flip-flop
worstSetupPathType = in -> reg
path_common_cell = buf_4
cp_slowest_cell = clkdlybuf4s50_1
path_cells = clkdlybuf4s50_1 > nor2b_1 > buf_4 > and4_1 > nand4b_1 > nor2_1 > buf_4
required_ns = 8.19
critPathArrivalTime_ns = 3.92
worstSetupStartpointType = input port
ff2ff_setup_slack_ns = 4.60

[clock_tree]
cts_setup_buffers = 0
clkSinkCount = 590
numCtsBuffers = 58
ctsHoldBuffers = 0
path_clk_slew_ns = 0.06
root_buffer = clkbuf_16
clock_path_buffers = 3
cts_resized = 0
htree_levels = 2
cts_tree = built
clk_latency_ns = 0.61

[routing]
drt-pass1-iter-count = 25
vias = 11000
wl_um = 51700
first_iter_violations = 790
antenna-diode-count = 0
drtAntennaViolNets = 0
drt-wirelength-per-cell_um = 20.8
drc = 0
viasPerCell = 4.43

[finish]
final_util = 0.339
stdcell_area_um2 = 27400
syn2layout_area_growth_pct = 11.5
final_cells = 2483
drive_above_1_share = 0.220

[min_path]
hold_class = reg -> reg
hold_start = cnt[5]

[placement]
placed_cells = 2377
io_buffers = 37
placed_area_um2 = 25600
dp_hpwl_um = 32100
gp_congestion = 0.887

[power]
power_leakage_uw = 0.00896
peakVddDrop_mv = 0.165
power.density_nw_per_um2 = 221

[status]
run_status = finished, final reports clean

[floorplan]
die_area_um2 = 83100
core_um2 = 80800
die.size.y_um = 288
fp_util = 0.304
num_rows = 104
ios = 273
die_x_um = 288
[final timing paths]
kind / endpoint / cells after the start
min reg2reg: cnt[5] / 0
max reg2reg: a[14] / 5
max: regist[29][7] / 7
min: cnt[5] / 0
[where the power goes]
| part | internal (µW) | switching, µW | leakage (µW) |
|---|---|---|---|
| sequential | 3400 | 3.31 | 0.00530 |
| clock | 1520 | 1100 | 0.000889 |
| combinational | 10.2 | 15.5 | 0.00277 |
[sequential cells by signal, indices dropped and copies added, names as in the netlist]
name,cells
write_add,5
cnt,11
write_data,16
inst,3
regist,512
prev,1
first,5
read_add1,5
a,16
second,16
[critical path: cells and delay by family]
kind          cells  cell delay, ns
simple gates      4            1.31
buf+inv           3            1.01
[metrics by stage]
stage                     worst slack, ns  hold slack (ns)  power (µW)
final                                4.28            0.508        6050
after CTS                            4.33            0.515        6110
after global placement               3.68            0.506        3490
after detailed placement             3.68            0.501        3490
after global routing                 4.16            0.523        6240
after floorplan                      3.53            0.501        3560
[cell usage after synthesis, drive strengths merged, types with 8 or more instances]
master	number	area, µm²
edfxtp	589	17700
buf	265	1940
clkbuf	31	116
o21ai	34	170
mux2i	16	160
mux2	21	236
o22a	16	140
inv	24	90.1
mux4	144	3240
nor3	8	40.0
a21oi	19	95.1
nor2	44	165
[layout make-up]
type | instances | area [µm²]
Fill cell | 7478 | 53400
Inverter | 24 | 90.1
Multi-Input combinational cell | 602 | 5630
Clock buffer | 74 | 1530
Clock inverter | 32 | 272
Timing Repair Buffer | 101 | 863
Tap cell | 1060 | 1330
Sequential cell | 590 | 17700
[routing by layer]
metal  part of all wire  global-route usage
met5                  0                   0
met4              0.020              0.0218
met3               0.16               0.102
met2               0.48               0.204
met1               0.34               0.152
[layout by cell type (no fill, tap or decap), types with 19 or more instances in the layout]
cell type	count
nor2_1	44
clkdlybuf4s50_1	37
conb_1	235
buf_4	63
mux2_2	21
edfxtp_1	589
inv_1	24
mux4_2	144
clkbuf_16	59
a21oi_1	19
[logic make-up (layout without fill, tap and decap cells)]
family | Yosys count | count (layout) | synth area share
multiplexers | 181 | 181 | 0.148
other | 2 | 235 | 0.000305
flip-flops | 590 | 590 | 0.720
AND-OR/OR-AND | 86 | 86 | 0.0221
adder cells (fa/ha/maj) | 5 | 5 | 0.00254
buffers and inverters | 320 | 231 | 0.0874
AND/OR/NAND/NOR | 95 | 95 | 0.0197
Power and IR drop assume default switching activity.
