<file path="run.sh">
#!/bin/bash
# OpenROAD 26Q1-2900-gdf79404cd8, Yosys 0.63+post, stock flow scripts
make -C /OpenROAD-flow-scripts/flow DESIGN_CONFIG=/design/flow/config.mk WORK_HOME=/design/flow/orfs finish
</file>
<file path="config.mk">
export PLATFORM = sky130hd
export DESIGN_NAME = top
export DESIGN_NICKNAME = top
export VERILOG_FILES = /design/flow/design.v
export SDC_FILE = /design/flow/constraint.sdc
export NUM_CORES = 4
export LEC_CHECK = 1
export CORE_UTILIZATION = 30
</file>
<file path="constraint.sdc">
current_design top

set clk_period 3.5
set clk_io_pct 0.2

create_clock -name clk0 -period $clk_period [get_ports {clk}]

set non_clock_inputs [all_inputs -no_clocks]
set_input_delay [expr $clk_period * $clk_io_pct] -clock clk0 $non_clock_inputs
set_output_delay [expr $clk_period * $clk_io_pct] -clock clk0 [all_outputs]
</file>
<file path="design.v">
`timescale 1ns / 1ps
module driver(first,second,clk,LCD_RS,LCD_W,LCD_E,data
    );
input [127:0] first;
input [127:0] second;
input clk;
output LCD_RS,LCD_W,LCD_E;
output [3:0] data;
reg LCD_RS,LCD_W,LCD_E;
reg [3:0] data;
reg [25:0] cnt;
reg [5:0] state;
reg [5:0] local;
reg [2:0] temp;
reg [8:0] pos;
reg [8:0] pos1;
reg [5:0] count;
initial begin
cnt <= 0;
state <= 1;
local <= 0;
temp <= 0;
pos <= 127;
pos1 <= 127;
count <= 0;
end
always @(posedge clk) begin
	cnt <= cnt + 1;
	if(state == 1) begin
		if(cnt == 1000000) begin
			cnt <= 0;
			if(temp == 3) begin
				if(local == 0) begin
					LCD_E <= 0; local <= 1;
				end
				else if(local == 1) begin
					LCD_RS <= 0;LCD_W <= 0;data <= 4'b0010;
					local <= 2;
				end
				else if(local == 2) begin
					LCD_E <= 1;
					state <= 2;local <= 0;
				end
			end
			else begin
				if(local == 0) begin
					LCD_E <= 0;	local <= 1;
				end
				else if(local == 1) begin
					LCD_RS <= 0;LCD_W <= 0; data <= 4'b0011;
					local <= 2;
				end
				else if(local == 2) begin
					LCD_E <= 1; local <= 0;
					temp <= temp + 1;
				end
			end
		end
	end
	else if(state == 2) begin
		if(cnt == 1000000) begin
			cnt <= 0;
			if(local == 0) begin
				LCD_E <= 0;local <= 1;
			end
			else if(local == 1) begin
				LCD_RS <= 0;LCD_W <= 0; data <= 4'b0010;
				local <= 2;
			end
			else if(local == 2) begin
				LCD_E <= 1; local <= 3;
			end
			else if(local == 3) begin
				LCD_E <= 0;local <= 4;
			end
			else if(local == 4) begin
				LCD_RS <= 0;LCD_W <= 0; data <= 4'b1000;
				local <= 5;
			end
			else if(local == 5) begin
				LCD_E <= 1; local <= 0; state <= 3;
			end
		end
	end
	else if(state == 3) begin
		if(cnt == 1000000) begin
			cnt <= 0;
			if(local == 0) begin
				LCD_E <= 0;local <= 1;
			end
			else if(local == 1) begin
				LCD_RS <= 0;LCD_W <= 0; data <= 4'b0000;
				local <= 2;
			end
			else if(local == 2) begin
				LCD_E <= 1; local <= 3;
			end
			else if(local == 3) begin
				LCD_E <= 0;local <= 4;
			end
			else if(local == 4) begin
				LCD_RS <= 0;LCD_W <= 0; data <= 4'b0110;
				local <= 5;
			end
			else if(local == 5) begin
				LCD_E <= 1; local <= 0; state <= 4;
			end
		end
	end
	else if(state == 4) begin
		if(cnt == 1000000) begin
			cnt <= 0;
			if(local == 0) begin
				LCD_E <= 0;local <= 1;
			end
			else if(local == 1) begin
				LCD_RS <= 0;LCD_W <= 0; data <= 4'b0000;
				local <= 2;
			end
			else if(local == 2) begin
				LCD_E <= 1; local <= 3;
			end
			else if(local == 3) begin
				LCD_E <= 0;local <= 4;
			end
			else if(local == 4) begin
				LCD_RS <= 0;LCD_W <= 0; data <= 4'b1100;
				local <= 5;
			end
			else if(local == 5) begin
				LCD_E <= 1; local <= 0; state <= 5;
			end
		end
	end
	else if(state == 5) begin
		if(cnt == 1000000) begin
			cnt <= 0;
			if(local == 0) begin
				LCD_E <= 0;local <= 1;
			end
			else if(local == 1) begin
				LCD_RS <= 0;LCD_W <= 0; data <= 4'b0000;
				local <= 2;
			end
			else if(local == 2) begin
				LCD_E <= 1; local <= 3;
			end
			else if(local == 3) begin
				LCD_E <= 0;local <= 4;
			end
			else if(local == 4) begin
				LCD_RS <= 0;LCD_W <= 0; data <= 4'b0001;
				local <= 5;
			end
			else if(local == 5) begin
				LCD_E <= 1; local <= 0; state <= 6;
			end
		end
	end
	else if(state == 6) begin
		if(cnt == 1000000) begin
			cnt <= 0;
			if(local == 0) begin
				LCD_E <= 0;local <= 1;
			end
			else if(local == 1) begin
				LCD_RS <= 0;LCD_W <= 0; data <= 4'b1000;
				local <= 2;
			end
			else if(local == 2) begin
				LCD_E <= 1; local <= 3;
			end
			else if(local == 3) begin
				LCD_E <= 0;local <= 4;
			end
			else if(local == 4) begin
				LCD_RS <= 0;LCD_W <= 0; data <= 4'b0000;
				local <= 5;
			end
			else if(local == 5) begin
				LCD_E <= 1; local <= 0; state <= 7;
			end
		end
	end
	else if(state == 7) begin
		if(cnt == 1000000) begin
			cnt <= 0;
			if(count != 16) begin
				if(local == 0) begin
					LCD_E <= 0;local <= 1;
				end
				else if(local == 1) begin
					LCD_RS <= 1;LCD_W <= 0; data <= first[pos-:4];
					local <= 2;
				end
				else if(local == 2) begin
						LCD_E <= 1; local <= 3;pos <= pos - 4;
					end
				else if(local == 3) begin
					LCD_E <= 0;local <= 4;
				end
				else if(local == 4) begin
					LCD_RS <= 1;LCD_W <= 0; data <= first[pos-:4];
					local <= 5;
				end
				else if(local == 5) begin
					LCD_E <= 1; local <= 0; pos <= pos - 4;count <= count + 1;
				end
			end
			else begin
				pos <= 127;state <= 8; count <= 0;
			end
		end
	end
	else if(state == 8) begin
		if(cnt == 1000000) begin
			cnt <= 0;
			if(local == 0) begin
				LCD_E <= 0;local <= 1;
			end
			else if(local == 1) begin
				LCD_RS <= 0;LCD_W <= 0; data <= 4'b1100;
				local <= 2;
			end
			else if(local == 2) begin
				LCD_E <= 1; local <= 3;
			end
			else if(local == 3) begin
				LCD_E <= 0;local <= 4;
			end
			else if(local == 4) begin
				LCD_RS <= 0;LCD_W <= 0; data <= 4'b0000;
				local <= 5;
			end
			else if(local == 5) begin
				LCD_E <= 1; local <= 0; state <= 9;
			end
		end
	end
	else if(state == 9) begin
		if(cnt == 1000000) begin
			cnt <= 0;
			if(count != 16) begin
				if(local == 0) begin
					LCD_E <= 0;local <= 1;
				end
				else if(local == 1) begin
					LCD_RS <= 1;LCD_W <= 0; data <= second[pos1-:4];
					local <= 2;
				end
				else if(local == 2) begin
						LCD_E <= 1; local <= 3;pos1 <= pos1 - 4;
					end
				else if(local == 3) begin
					LCD_E <= 0;local <= 4;
				end
				else if(local == 4) begin
					LCD_RS <= 1;LCD_W <= 0; data <= second[pos1-:4];
					local <= 5;
				end
				else if(local == 5) begin
					LCD_E <= 1; local <= 0; pos1 <= pos1 - 4;count <= count + 1;
				end
			end
			else begin
				state <= 10; LCD_E <= 0;
			end
		end
	end
end
endmodule
`timescale 1ns / 1ps
module top(clk,LCD_RS,LCD_W,LCD_E,data
    );
input clk;
output LCD_RS,LCD_W,LCD_E;
output [3:0] data;
wire LCD_RS,LCD_W,LCD_E;
wire [3:0] data;
reg [127:0] first;
reg [127:0] second;
initial begin
first="WELCOME TO CSE, ";
second="IIT KANPUR      ";
end
driver d(first,second,clk,LCD_RS,LCD_W,LCD_E,data);
endmodule
</file>
==> impl_metrics.tcl <==
# yosys + openroad results
set metrics [dict create \
    status "completed" \
    synth_cells 587 \
    required_ps 3660 \
    port_buffers 7 \
    cts_tree "yes" \
    simple_gate_area_share_pct 27.7 \
    syn_to_final_growth_pct 10.6 \
    coreArea_um2 15900 \
    clk_pin_slew_ps 50 \
    hold_class "flop to flop" \
    grt_start_max_net_pins 25 \
    ys.warnings.count 2 \
    fmaxAchievable_mhz 338 \
    layoutNonFillerInstCount 797 \
    crit_fanout 14 \
    fp_util_pct 31.0 \
    maxCapViolations 0 \
    startpoint_type "flop" \
    hpwl_um 7690 \
    worstPathArrival_ps 3120 \
    place_congestion 0.920 \
    ys_sh_mux_pct 1.06 \
    synthXorXnorAreaFrac_pct 10.8 \
    antenna_left 0 \
    gr-total-overflow 0 \
    fin_tns_setup_ps 0 \
    syn_area_um2 4930 \
    netlist_top_cells_count "nor2_1, nand2_1, edfxtp_1, xnor2_1, a21oi_1" \
    ctsHoldBuffers 0 \
    top_area_cell "edfxtp_1" \
    ys.flops 66 \
    placed_area_um2 5150 \
    finalHoldViolCount 0 \
    rsz0062_at_grt "false" \
    detailroute.via_count 4205 \
    ff2ff_path_depth 9 \
    die_y_um 130 \
    setup.worst_path.class "flop to flop" \
    yosys_cells 587 \
    avgRoutedWirePerCell_um 13.6 \
    holdWs_ps 455 \
    reg2reg_to "d.data[1]$_SDFFCE_PP1P_" \
    chipArea_um2 17000 \
    yosys_area_um2 4930 \
    holdPathEnd "d.cnt[0]$_DFF_P_" \
    synth_top_cell_by_count "nor2_1" \
    setup_viol 0 \
    r2r-start "d.pos1[3]$_DFFE_PP_" \
    h-tree-depth 3 \
    tightestPinTransition_ps 697 \
    slew_violations 0 \
    clock_path_buffers 2 \
    finalCriticalPeriod_ps 2960 \
    ios 8 \
    hp-start "d.cnt[0]$_DFF_P_" \
    drive_above_1_share_pct 8.09 \
    drt_wl_total_um 10800 \
    avgSynthCellArea_um2 8.41 \
    fin_crit_sh_pct 84.5 \
    drt_pass1_iterations 5 \
    ys_sh_adder_pct 2.79 \
    edf_count 40 \
    grt_usage_pct 14.0 \
    grt_pass1_vias 3799 \
    ys_async_sr_fraction_pct 0 \
    clkSinkCount 66 \
    min_path_cells 1 \
    drt_iter0_drc 307 \
    numCtsBuffers 9 \
    synthAoiAreaFrac_pct 17.7 \
    crit_path_end_kind "flop" \
    powerDensity_nw_per_um2 315 \
    r2r_slack_ps 540 \
    insertedDiodeCount 0 \
    place_inst 781 \
    warning_count 30 \
    antenna_found_initial 0 \
    synth_cell_types 84 \
    clockRootBuffer "clkbuf_16" \
    drcViolationCount 0 \
    grt_pass1_wl_um 18800 \
    seq_area_frac_synth_pct 34.9 \
    die_x_um 130 \
    worstSkewPairLatency_ps 340 \
    clock_skew_ps 5.79 \
    yosysTopAreaCellShare_pct 24.3 \
    power_leakage_uw 0.00179 \
    max_slew_margin_pct 53.5 \
    synth.logic.top_family "simple AND/OR/NAND/NOR gates" \
    area_leaders "edfxtp_1, dfxtp_1, xnor2_1" \
    synth-main-ff-cell "edfxtp_1" \
    post_cts_resized 0 \
    postCtsSetupRepairBufs 0 \
    std_cell_rows 46 \
    fin_area_um2 5460 \
    viasPerCell 5.28 \
    irDropWorstVdd_mv 0.206 \
]
layer usage:
layer	routed length, um	vias to the layer above	track usage, %
li1	-	2097	-
met4	144	0	1.92
met2	4780	108	20.8
met3	598	9	3.22
met5	0	-	0
met1	5300	1991	21.5
cell type report:
cell class	instances	area (um2)
fillers	1612	10500
multi-input cells	465	2970
flip-flops and latches	66	1720
clock buffers	11	275
well taps	216	270
repair buffers	13	115
inverters	21	78.8
clock inverters	5	32.5
logic make-up after synthesis:
logic type,Yosys count
AND/OR/NAND/NOR,260
XOR/XNOR,60
adder cells (fa/ha/maj),11
buffers and inverters,56
flip-flops,66
multiplexers,5
AND-OR/OR-AND,129
flip-flops by register name, indices dropped and copies added, names as in the netlist, 3 cells and up:
register,flops
d.cnt,26
d.pos1,7
d.pos,7
d.count,6
d.local,6
d.data,4
d.state,4
d.temp,3
worst max path at each step:
stage,from,to,slack (ps),cells after the start
after CTS,d.pos1[3]$_DFFE_PP_,d.data[1]$_SDFFCE_PP1P_,590,9
after global routing,d.pos[2]$_SDFFCE_PP1P_,d.data[0]$_DFFE_PP_,250,9
final,d.pos1[3]$_DFFE_PP_,d.data[1]$_SDFFCE_PP1P_,540,9
cell usage in the layout, fill, tap and decap left out, drive strengths merged, types with 6 or more instances in the layout:
master         count
nor2              65
nand2             60
edfxtp            40
xnor2             38
a21oi             37
dfxtp             26
nand3             26
o21ai             26
xor2              22
inv               21
nor3              19
nand2b            14
and3              13
nand4             12
ha                11
clkbuf            11
or2                8
and2               7
nor2b              7
clkdlybuf4s50      7
a31oi              7
nor4               7
or3                6
o211ai             6
buf                6
a211oi             6
where the power goes:
| group | leakage (uW) | internal (uW) | switching [uW] |
|---|---|---|---|
| combinational | 0.000966 | 0 | 0 |
| sequential | 0.000675 | 815 | 0 |
| clock | 0.000152 | 564 | 341 |
worst max-delay path, cell delays in order, from the launching register on:
cell	delay (ps)
edfxtp_1	640
inv_1	90
ha_1	530
and2b_1	270
xnor2_1	320
mux2i_1	240
a221oi_1	110
o31ai_1	220
nand3_1	120
o32ai_2	250
through the flow:
stage	total power (uW)	setup slack [ps]	util, %
CTS	1740	591	34.2
detailed placement	831	615	32.3
finish	1720	543	34.2
global route	1770	251	34.2
floorplan	831	879	-
global placement	831	669	32.3
No activity file was given, so power comes from the tool's default toggle rates.
