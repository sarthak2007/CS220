==> design/flow/design.v <==
`timescale 1ns / 1ps
module register(clk,y,rot_event,first,second,cnt
    );
input clk,rot_event;
input [3:0] y;
output [127:0] first;
output [127:0] second;
output [10:0] cnt;
reg [2:0] inst;
reg [4:0] write_add;
reg [4:0] read1_add;
reg [4:0] read2_add;
reg [15:0] write_data;
reg prev=0;
reg [10:0] cnt=0;
reg [15:0] regist [0:31];
reg [127:0] first;
reg [127:0] second;
reg [127:0] a;
reg [127:0] b;
always @(posedge clk) begin
	if(prev==0 & rot_event==1) begin
		if(cnt==0) begin
			inst<=y[2:0];
			cnt<=cnt+1;
		end
		if(inst==0) begin
			if(cnt==1) begin
				write_add[3:0] <= y;
				cnt<=cnt+1;
			end
			else if(cnt==2) begin
				write_add[4]<= y[0];
				cnt<=cnt+1;
			end
			else if(cnt==3) begin
				write_data[3:0]<= y;
				cnt<=cnt+1;
			end
			else if(cnt==4) begin
				write_data[7:4]<= y;
				cnt<=cnt+1;
			end
			else if(cnt==5) begin
				write_data[11:8]<= y;
				cnt<=cnt+1;
			end
			else if(cnt==6) begin
				write_data[15:12]<= y;
				cnt<=cnt+1;
			end
			else if(cnt==7) begin
				regist[write_add]<= write_data;
				cnt<=cnt+1;
			end
			else if(cnt==8) begin
				first[127:120] <= write_add[4]+48;
				first[119:112] <= write_add[3]+48;
				first[111:104] <= write_add[2]+48;
				first[103:96] <= write_add[1]+48;
				first[95:88] <= write_add[0]+48;
				first[87:0] <= "           ";
				second[127:120] <= write_data[15]+48;
				second[119:112] <= write_data[14]+48;
				second[111:104] <= write_data[13]+48;
				second[103:96] <= write_data[12]+48;
				second[95:88] <= write_data[11]+48;
				second[87:80] <= write_data[10]+48;
				second[79:72] <= write_data[9]+48;
				second[71:64] <= write_data[8]+48;
				second[63:56] <= write_data[7]+48;
				second[55:48] <= write_data[6]+48;
				second[47:40] <= write_data[5]+48;
				second[39:32] <= write_data[4]+48;
				second[31:24] <= write_data[3]+48;
				second[23:16] <= write_data[2]+48;
				second[15:8] <= write_data[1]+48;
				second[7:0] <= write_data[0]+48;
				cnt <= cnt+1;
			end
			else if(cnt==9) begin
				cnt <=0;
			end	
		end
	end
	prev <= rot_event;
end
endmodule
==> design/flow/run.sh <==
#!/bin/bash
# OpenROAD 26Q1-2900-gdf79404cd8, Yosys 0.63+post, stock flow scripts
make -C /OpenROAD-flow-scripts/flow DESIGN_CONFIG=/design/flow/config.mk WORK_HOME=/design/flow/orfs finish
==> design/flow/config.mk <==
export PLATFORM = sky130hd
export DESIGN_NAME = register
export DESIGN_NICKNAME = register
export VERILOG_FILES = /design/flow/design.v
export SDC_FILE = /design/flow/constraint.sdc
export NUM_CORES = 4
export LEC_CHECK = 1
export CORE_AREA = 10 10 153 153
export DIE_AREA = 0 0 163 163
==> design/flow/constraint.sdc <==
current_design register

set clk_period 7.4
set clk_io_pct 0.2

create_clock -name clk0 -period $clk_period [get_ports {clk}]

set non_clock_inputs [all_inputs -no_clocks]
set_input_delay [expr $clk_period * $clk_io_pct] -clock clk0 $non_clock_inputs
set_output_delay [expr $clk_period * $clk_io_pct] -clock clk0 [all_outputs]
==> results.py <==
# Synthesis and PnR figures
metrics = {
    "routing": {
        "ant_nets": 0,
        "viasPerCell": 2.53,
        "antenna_cells": 0,
        "num_vias": 1691,
        "dr.pass1.iters": 4,
        "routed_wl_um": 7300,
        "drc": 0,
        "wl_per_cell_um": 10.9,
        "drt-initial-drc-count": 44,
    },
    "pwr": {
        "p_per_area_mw_per_mm2": 205,
        "ir_worst_vdd_v": 0.000107,
        "leakagePower_nw": 1.72,
    },
    "global_routing": {
        "grt_max_degree": 22,
        "overflow": 0,
        "grt_pass1_vias": 1999,
        "antenna_found_initial": 0,
        "grt_pass1_wl_um": 10200,
        "grt_usage_pct": 4.83,
    },
    "sta": {
        "finClkSkew_ns": 0.00622,
        "finalMaxSlewViolations": 0,
        "hold_viol_final": 0,
        "min_period_ns": 2.89,
        "clock.fmax_mhz": 346,
        "finalClockPeriodUsage_pct": 39.1,
        "whs_ns": 0.413,
        "setup_viol": 0,
        "worst_pin_slew_ns": 0.556,
        "relSlewSlack_pct": 62.6,
        "rsz0062_at_grt": "false",
        "tns_ns": 0,
    },
    "logic_synthesis": {
        "synth_warnings": 1,
        "netlist_area_mm2": 0.00387,
        "synthCells": 354,
        "seq_area_frac_synth_pct": 43.9,
        "syn_area_per_cell_um2": 10.9,
        "yosys_cells": 354,
        "synth-seq-cells": 57,
        "yosysChipArea_mm2": 0.00387,
        "synth_cell_types": 33,
    },
    "cells_and_area": {
        "lay_top_cells": "235 x conb_1, 56 x edfxtp_1, 37 x clkdlybuf4s50_1",
        "syn_to_final_growth_pct": 3.29,
        "final_area_mm2": 0.00400,
        "drive_gt1_share_pct": 6.28,
        "finalNonFillerCells": 668,
        "lay_top_count": "conb_1",
    },
    "worst_setup_path": {
        "critPathKind": "primary input to register",
        "worstPathCellList": "clkdlybuf4s50_1, nand2b_1, nor2_1, nand3_2, nor4b_2",
        "rrSetupSlack_ns": 5.21,
        "required_ns": 7.36,
        "cp-end-kind": "register",
        "reg2regPathDepth": 4,
        "cp_data_arrival_time_ns": 2.85,
        "critPathSlowestCell": "clkdlybuf4s50_1",
        "max_stage_delay_ns": 0.48,
        "crit_fanout": 4,
        "critPathLaunchType": "primary input",
    },
    "clock_network": {
        "clock_latency_ns": 0.32,
        "numCtsBuffers": 9,
        "root_buffer": "clkbuf_16",
        "clkTransAtPathRegs_ns": 0.05,
        "h-tree-depth": 3,
        "post_cts_resized": 0,
        "ctsLongestPathBuffers": 2,
        "cts_sinks": 57,
        "hold_buffers": 0,
        "cts_setup_buffers": 0,
        "cts_tree": "built",
    },
    "floorplan": {
        "io_pins": 273,
        "die_area_mm2": 0.0266,
        "num_rows": 52,
        "fp.dieH_um": 163,
        "fp.coreArea_mm2": 0.0202,
        "die_x_um": 163,
        "fp_util_pct": 19.2,
    },
    "placement": {
        "io_buffer_count": 37,
        "placed_area_mm2": 0.00368,
        "dpl.cell_count": 652,
        "routabilityCongestion": 0.786,
        "hpwlAfterDp_um": 6320,
    },
    "flow_run": {
        "tool_warnings": 28,
        "cap_violations": 0,
    },
    "worst_hold_path": {
        "hold_path_depth": 0,
        "hp-class": "register to register",
    },
    "outcome": {
        "status": "complete, no violations",
    },
}
[per-layer routing]
metal	GRT usage (%)	vias to the layer above	wire (um)
li1	-	762	-
met1	5.40	766	2950
met2	8.41	159	3570
met3	2.26	4	732
met4	0.656	0	44
met5	0	-	0
[cells in the mapped netlist, drive strengths merged]
library cell  number  area share (%)
edfxtp            56              43
nand2b             2            0.32
conb               2            0.19
and3               3            0.52
nor4bb             1            0.26
nand4b             1            0.23
dfxtp              1            0.52
a21oi              2            0.55
mux2i              2            0.52
o21ai              2            0.26
a211o              1            0.23
nand3              1            0.26
nor3               4            0.52
clkbuf             8            0.77
buf              235              46
nor4               2            0.71
ha                 4             1.3
nand2              8            0.77
and2               1            0.16
nand4              1            0.16
o21a               1            0.19
o31ai              1            0.19
nor4b              1            0.39
o2111ai            1            0.23
a21o               1            0.23
or3                1            0.29
and3b              1            0.23
a41oi              1            0.23
inv                5            0.48
nor2               4            0.39
[cell type report]
| type | instances | area [um^2] |
|---|---|---|
| flip-flops and latches | 57 | 1700 |
| multi-input cells | 282 | 1240 |
| inverters | 5 | 18.8 |
| well taps | 270 | 338 |
| fillers | 2211 | 16200 |
| repair buffers | 38 | 378 |
| clock buffers | 9 | 225 |
| clock inverters | 7 | 101 |
[stage by stage]
step | utilization (%) | worst slack (ns) | total power [mW]
floorplan | - | 3.93 | 0.459
global placement | 18.2 | 4.23 | 0.395
detailed placement | 18.2 | 4.19 | 0.394
CTS | 19.8 | 4.51 | 0.834
global route | 19.8 | 4.46 | 0.856
finish | 19.8 | 4.51 | 0.820
[path summary, 6_finish.rpt]
| path | start | end |
|---|---|---|
| setup reg to reg | cnt[8]$_DFFE_PP_ | write_data[15]$_DFFE_PP_ |
| setup / recovery | rot_event | write_data[15]$_DFFE_PP_ |
| hold reg to reg | write_data[0]$_DFFE_PP_ | second[0]$_DFFE_PP_ |
| hold / removal | write_data[0]$_DFFE_PP_ | second[0]$_DFFE_PP_ |
[registers in the layout, indices dropped and copies added, names as in the netlist]
register / count
second: 16
first: 5
inst: 3
prev: 1
write_add: 5
cnt: 11
write_data: 16
[power breakdown]
group,switching [mW],internal (mW)
Sequential,0.00321,0.356
Combinational,0.0171,0.00820
Clock,0.139,0.297
Total,0.160,0.661
[logic make-up (layout without fill, tap and decap cells)]
family	count (synthesis)	after routing	share of synthesized area (%)
compound gates	10	10	2.10
fa+ha+maj	4	4	1.29
buf+inv	248	59	46.8
flops	57	57	43.9
mux	2	2	0.517
other cells	2	235	0.194
simple gates	31	31	5.20
[critical path, delay by kind of cell]
| kind | cells | cell delay [ns] |
|---|---|---|
| and+or+nand+nor | 4 | 0.89 |
| buffers and inverters | 1 | 0.48 |
Power figures rest on the tool's default switching activity, not on a simulated workload.
